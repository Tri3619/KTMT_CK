$ cat run.sh
#!/bin/bash
# OpenROAD 26Q1-2900-gdf79404cd8, Yosys 0.63+post, stock flow scripts
make -C /OpenROAD-flow-scripts/flow DESIGN_CONFIG=/design/flow/config.mk WORK_HOME=/design/flow/orfs finish
$ cat config.mk
export PLATFORM = sky130hd
export DESIGN_NAME = ALU
export DESIGN_NICKNAME = ALU
export VERILOG_FILES = /design/flow/design.v
export SDC_FILE = /design/flow/constraint.sdc
export NUM_CORES = 4
export LEC_CHECK = 1
export CORE_UTILIZATION = 50
$ cat constraint.sdc
current_design ALU

set clk_period 14.3
set clk_io_pct 0.2

create_clock -name clk0 -period $clk_period

set non_clock_inputs [all_inputs -no_clocks]
set_input_delay [expr $clk_period * $clk_io_pct] -clock clk0 $non_clock_inputs
set_output_delay [expr $clk_period * $clk_io_pct] -clock clk0 [all_outputs]
$ cat design.v
module ALU (
    input [31:0] A, B,
    input [3:0] ALUControl,
    output reg [31:0] alu_out
);
    wire [31:0] sum = (ALUControl[0] ? A - B : A + B);
    always @(*) begin
        case (ALUControl)
            4'b0000, 4'b0001: alu_out = sum;  
            4'b0010: alu_out = A & B;  
            4'b0011: alu_out = A | B;  
            4'b0100: alu_out = A ^ B;  
            4'b0101: alu_out = A << B[4:0];  
            4'b0110: alu_out = A >> B[4:0];  
            4'b0111: alu_out = $signed(A) >>> B[4:0];  
            4'b1000: alu_out = ($signed(A) < $signed(B)) ? 32'b1 : 32'b0;  
            4'b1001: alu_out = (A < B) ? 32'b1 : 32'b0;  
            4'b1010: alu_out = A * B;  
            default: alu_out = 32'b0;
        endcase
    end
endmodule
==> impl_metrics.json <==
{
  "place.gp.congestion": 1.073,
  "hpwl_um": 80280,
  "rows": 78,
  "setup_tns_ns": 0,
  "placed_cells": 3574,
  "xor_share": 0.04095,
  "antenna_found_initial": 2,
  "drive_gt1_frac": 0.05841,
  "crit_family": "adder cells",
  "power_leakage_nw": 11.99,
  "clkbuf_count": 0,
  "top_cell": "inv_1",
  "crit_buf_inv": 8,
  "fillCellCount": 4224,
  "finish.utilization": 0.5479,
  "hp-class": "in -> out",
  "status": "completed",
  "ys_warn_count": 1,
  "power.total_w": 0.01159,
  "core_area_um2": 45280,
  "ys_types": 81,
  "cp.arrival_ns": 11.11,
  "rsz0062_at_grt": "no",
  "netlist_area_um2": 22880,
  "syn2layout_area_growth_pct": 8.414,
  "drt_pre_antenna_iters": 8,
  "grt-ovfl-total": 0,
  "hold_ws_ns": 6.840,
  "grt_start_max_net_pins": 64,
  "finalCriticalPeriod_ns": 13.97,
  "top_cells_by_area": "fa_1, ha_1, inv_1, nor2_1, nand2_1",
  "drt_iter0_markers": 1901,
  "worst_ir_drop_vdd_v": 0.001289,
  "finalSetupViolCount": 0,
  "ant_nets": 0,
  "slew_violations": 0,
  "max_freq_ghz": 0.07160,
  "ys_area_um2": 22880,
  "ys_sh_adder": 0.4790,
  "worst_pin_slew_ns": 1.130,
  "viasPerCell": 6.118,
  "critical_path_class": "in -> out",
  "cp_slowest_stage_delay_ns": 0.54,
  "maxSlewHeadroom": 0.2370,
  "ys_seq_share": 0,
  "yosysTopAreaCell": "fa_1",
  "chipArea_um2": 46630,
  "ys_sh_mux": 0.05358,
  "synthTopCellsByCount": "inv_1, nor2_1, fa_1",
  "layoutNonFillerInstCount": 3581,
  "finalHoldViolations": 0,
  "cp.required_ns": 11.44,
  "internal_power_w": 0.004409,
  "routed_wl_um": 99180,
  "grt_pass1_vias": 22660,
  "port_buffers": 100,
  "cpMostUsedCell": "fa_1",
  "netlist.area_leader.share": 0.3587,
  "fp_util": 0.5054,
  "flop-count": 0,
  "yosys.area_share.simple": 0.1650,
  "chipWidth_um": 215.9,
  "power_density_nw_per_um2": 467.1,
  "via_count": 21910,
  "switching_share": 0.6196,
  "endpoint_kind": "primary output",
  "grt_use_total": 0.4599,
  "cp-start-kind": "primary input",
  "grt_pass1_wl_um": 146900,
  "ys_sh_aoi": 0.1522,
  "route.detailed.drc": 0,
  "die_y_um": 215.9,
  "path_max_fanout": 8,
  "ios": 100,
  "yosysCellCount": 2945,
  "period_used_share": 0.9767,
  "avgSynthCellArea_um2": 7.771,
  "synth_cells": 2945,
  "top_logic_kind": "adder cells",
  "cap_violations": 0,
  "flop_area_um2": 0,
  "openroad.warnings": 97,
  "switchingPower_w": 0.007181,
  "wl_per_cell_um": 27.70,
  "slowest_stage": "fa_1"
}
## worst paths after layout
path | from | end | slack, ns | cells past startpoint
worst max-delay path | A[7] | alu_out[30] | 0.33 | 27
worst min-delay path | ALUControl[0] | alu_out[2] | 6.84 | 5
## kinds of logic after synthesis
group	after synthesis
compound gates	530
simple gates	911
fa+ha+maj	630
xor+xnor	107
buf+inv	663
mux	104
## per-layer routing
metal	wire, um	global-route usage	vias up
met4	5811	0.1979	8
li1	-	-	9547
met5	227	0.03750	-
met2	42210	0.6486	1478
met3	14820	0.2369	282
met1	36110	0.6044	10590
## placed cells by master (no fill, tap or decap), drive strengths merged, types with 6 or more instances in the layout
master,count
a211oi,21
nor4,7
nand3,27
mux4,14
inv,473
a221o,12
nor2b,8
o211ai,34
a31oi,12
ha,220
clkdlybuf4s50,94
mux2,8
nor2,448
a221oi,34
a21oi,129
nand2b,29
o21ai,155
o21bai,14
xnor2,83
o31ai,19
or3,15
mux2i,82
a21boi,6
nand2,314
o221ai,9
fa,410
clkinv,13
o22ai,7
xor2,24
buf,115
nor3,27
o2111ai,7
a211o,9
a21o,13
## metrics by stage
step,setup slack [ns],instance area (um^2)
after floorplan,1.246,22880
after global placement,0.1801,24740
after global routing,0.04629,24810
after CTS,0.09561,24740
after detailed placement,0.1127,24740
final,0.3335,24810
## power groups by stage
stage                 Sequential [W]  Clock [W]  Combinational, W
after global routing               0          0            0.0125
after CTS                          0          0            0.0113
## final cells by class
class,instances,area (um^2),share of cell area
repair buffers,209,1817,0.07323
multi-input cells,2282,20400,0.8222
well taps,600,750.7,0.03026
diodes,2,5.005,0.0002017
inverters,488,1839,0.07413
## what timing repair did
action,4_1_cts,5_1_grt
hold buffers,0,0
setup endpoints to repair,0,4
resized,0,3
buffers inserted,0,5
Power figures rest on the tool's default switching activity, not on a simulated workload.
