File: /design/flow/design.v
module PC (
    input clk, rst_n,
    input [31:0] next_pc,
    input [31:0] imm_ext,
    input branch, jump, branch_take,
    output reg [31:0] pc,
    output [31:0] pc_plus4,
    output [31:0] pc_target
);
    assign pc_plus4 = pc + 4;
    assign pc_target = pc + imm_ext;
    always @(posedge clk or negedge rst_n) begin
        if (!rst_n) 
            pc <= 32'b0;
        else 
            pc <= next_pc;
    end
endmodule
File: /design/flow/run.sh
#!/bin/bash
# OpenROAD 26Q1-2900-gdf79404cd8, Yosys 0.63+post, stock flow scripts
make -C /OpenROAD-flow-scripts/flow DESIGN_CONFIG=/design/flow/config.mk WORK_HOME=/design/flow/orfs finish
File: /design/flow/config.mk
export PLATFORM = sky130hd
export DESIGN_NAME = PC
export DESIGN_NICKNAME = PC
export VERILOG_FILES = /design/flow/design.v
export SDC_FILE = /design/flow/constraint.sdc
export NUM_CORES = 4
export LEC_CHECK = 1
export CORE_UTILIZATION = 40
File: /design/flow/constraint.sdc
current_design PC

set clk_period 10.3
set clk_io_pct 0.2

create_clock -name clk0 -period $clk_period [get_ports {clk}]

set non_clock_inputs [all_inputs -no_clocks]
set_input_delay [expr $clk_period * $clk_io_pct] -clock clk0 $non_clock_inputs
set_output_delay [expr $clk_period * $clk_io_pct] -clock clk0 [all_outputs]
==> flow_summary.ini <==
; flow metrics
[status]
status = completed

[synth]
synth_flop_count = 32
enable_flop_cells = 0
synth.lib_cells_used.distinct = 42
ys_warn_count = 1
top_area_share_pct = 27.6
synth-area-yosys_sq_um = 2900
yosys.stat.seqShare_pct = 27.6
ys_cells = 336
post_synth_instance_area_sq_um = 2900
synth.cells.most_frequent = sky130_fd_sc_hd__xnor2_1 (42), sky130_fd_sc_hd__nand2_1 (39), sky130_fd_sc_hd__a21oi_1 (33)
async_flop_share_pct = 100
flop_cell = sky130_fd_sc_hd__dfrtp_1
synthCells = 336
synth.area.top_cells = sky130_fd_sc_hd__dfrtp_1 (28%), sky130_fd_sc_hd__ha_1 (14%), sky130_fd_sc_hd__xnor2_1 (13%), sky130_fd_sc_hd__a21oi_1 (5.7%), sky130_fd_sc_hd__xor2_1 (5.1%)
yosys.area.top_type = sky130_fd_sc_hd__dfrtp_1
synth_area_per_cell_sq_um = 8.64
post-synth-top-count-cell = sky130_fd_sc_hd__xnor2_1

[cells_and_area]
biggestRegsByFlops = pc: 32 flops
post-route-util_pct = 68.0
finish.cell_count_without_fillers = 594
largest_reg_flops = 32
post_route_cells_drive_above_1_share_pct = 3.21
layout.cell_area.non_filler_sq_um = 4700
relative_area_change_from_synthesis_to_final_layout_pct = 61.8
largest_register = pc

[clocking]
root_buffer = sky130_fd_sc_hd__clkbuf_8
cts_buffers = 5
ctsResizeCount = 0
cts_tree = done
postCtsSetupBuffers = 0
cts_buffer_depth = 2
worst_setup_hold_path_clk_slew_ns = 0.07
htree_levels = 2
cts-hold-fix-buffers = 0
numClockSinks = 32

[place]
finalWeightedCongestion = 0.913
numPlacedInstances = 586
preCtsSetupSlack_ns = 3.17
numPortBuffers = 161
place_area_sq_um = 4600
detailedPlacementHpwl_mm = 7.51

[critical_path]
endpoint_kind = primary output
cp_data_required_time_ns = 8.24
timing.critical_path.from = imm_ext[0]
timing.critical_path.fanout_max = 5
timing_worst_setup_path_type = in2out
worst_setup_path_start_kind = primary input
critical_path_arrival_ns = 5.07

[route]
detailedRoute.firstIterationViolations = 133
remaining_drc_errors = 0
wire_per_inst_microns = 15.3
num_vias = 3113
postRouteAntennaNets = 0
antennaDiodeCount = 0
drt-total-wl_mm = 9.11
drtPass1Iterations = 4
viasPerCell = 5.24

[timing]
worst_pin_slew_ns = 0.391
unrepaired_setup_endpoints_after_global_routing = false
tightest_slew_margin_relative_to_the_limit_pct = 73.3
post-route-min-period_ns = 7.13
max_clock_freq_ghz = 0.140
setup_violations = 0
hold_viol_final = 0
min_period_over_period_pct = 69.2
final-max-slew-violation-count = 0
hold_slack_ns = 2.17
tns_ns = 0
post-route-worst-setup-slack_ns = 3.17

[die]
chipArea_sq_um = 7600
die-height_microns = 87.2
core_area_sq_um = 6910
design.portCount = 165
dieWidth_microns = 87.2
core.rowCount = 30
initCoreUtil_pct = 42.0

[global_routing]
use_met3_pct = 4.81
globalRoute.busiestLayer = met2
grt_usage_pct = 24.8
global_route_wire_length_before_repair_mm = 14.2
via_count_of_the_first_global_routing_pass = 2891
number_of_antenna_violations_at_the_first_check_in_global_routing = 0
globalRouteOverflowTotal = 0
grtUsageMet1_pct = 36.8
global_route_track_usage_on_met2_pct = 40.2
grt_start_max_net_pins = 33

[run]
log.warning_count = 29
max-cap-violations = 0

[pwr]
totalPowerFinal_uw = 456
power_per_cell_area_nw_per_um2 = 97.2
vdd_drop_max_uv = 85.7
leakagePower_nw = 1.89

[worst_hold_path]
hold_path.class = in2async
## cells by family (layout without fill, tap and decap cells)
kind of cell	count (synthesis)	in the layout	synth area share [%]
buffers and inverters	13	175	1.94
AND-OR/OR-AND	95	95	20.9
AND/OR/NAND/NOR	104	104	17.3
adder cells (fa/ha/maj)	33	33	14.5
XOR/XNOR	59	59	17.8
flip-flops	32	32	27.6
## metal layers
metal | up-vias | routed length [microns]
met4 | 0 | 47
met5 | - | 0
met3 | 5 | 651
met2 | 112 | 4280
li1 | 1548 | -
met1 | 1448 | 4130
## final cells by class
type | instances | area [sq um]
Clock buffer | 5 | 68.8
Clock inverter | 3 | 23.8
Fill cell | 584 | 2210
Inverter | 5 | 18.8
Multi-Input combinational cell | 291 | 2040
Sequential cell | 32 | 801
Tap cell | 96 | 120
Timing Repair Buffer | 162 | 1620
## cells in the final DEF (no fill, tap or decap), types with 12 or more instances in the layout
master	Yosys	routed
sky130_fd_sc_hd__clkdlybuf4s50_1	0	161
sky130_fd_sc_hd__xnor2_1	42	42
sky130_fd_sc_hd__nand2_1	39	39
sky130_fd_sc_hd__a21oi_1	33	33
sky130_fd_sc_hd__ha_1	32	32
sky130_fd_sc_hd__dfrtp_1	32	32
sky130_fd_sc_hd__nor2_1	21	21
sky130_fd_sc_hd__o21ai_0	18	18
sky130_fd_sc_hd__xor2_1	17	17
sky130_fd_sc_hd__nand4_1	12	12
sky130_fd_sc_hd__nand3_1	12	12
## critical path, stage by stage
cell and delay, ns:
sky130_fd_sc_hd__clkdlybuf4s50_1 0.42, sky130_fd_sc_hd__ha_1 0.24, sky130_fd_sc_hd__fa_1 0.42, sky130_fd_sc_hd__a21o_1 0.23, sky130_fd_sc_hd__a31oi_1 0.24, sky130_fd_sc_hd__o21ai_2 0.15
sky130_fd_sc_hd__nor3_1 0.27, sky130_fd_sc_hd__o31ai_2 0.15, sky130_fd_sc_hd__a41oi_1 0.26, sky130_fd_sc_hd__xnor2_1 0.14, sky130_fd_sc_hd__clkdlybuf4s50_1 0.48
## path summary, 6_finish.rpt
kind                       slack, ns  depth (start not counted)             to
max in group asynchronous       7.84                          2         pc[18]
worst max-delay path            3.17                         11  pc_target[30]
worst min-delay path            2.17                          2         pc[26]
min in group clk0               2.20                          1          pc[8]
## power by group
group          switching [mW]  internal, mW
Clock                  0.0508        0.0478
Combinational          0.0788         0.136
Sequential             0.0112         0.132
Total                   0.141         0.316
Power figures rest on the tool's default switching activity, not on a simulated workload.
